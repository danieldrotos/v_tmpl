`design/flow/design.v`:
```
`timescale 1ns / 1ps
module logsys_top
  (
   input wire	      CLK,  
   input wire [3:0]   BTN,  
   input wire [7:0]   SW ,  
   output wire [7:0]  LED,  
   output wire [7:0]  LEDR,  
   output wire [7:0]  LEDB,  
   output wire [3:0]  AN ,  
   output wire [7:0]  SEG
   );
   wire		      clk= CLK;
   wire		      clk_1MHz, clk_1KHz, clk_1Hz;
   wire [7:0]	      sw;
   wire [3:0]	      btn;
   wire [7:0]	      d3, d2, d1, d0;
   div clk_divider
     (
      .clk(CLK),
      .clk_1MHz(clk_1MHz), .clk_1kHz(clk_1kHz), .clk_1Hz(clk_1Hz)
      );
   dsp_drv dsp
     (
      .clk(clk_1kHz),
      .d0(d0), .d1(d1), .d2(d2), .d3(d3),
      .an(AN), .seg(SEG)
      );
   debouncer debu( .clk(clk_1kHz), .sw_in(SW), .btn_in(BTN), .sw(sw), .btn(btn) );
endmodule  
module div
  (
   input wire  clk,  
   output wire clk_1MHz,
   output wire clk_1kHz,
   output wire clk_1Hz
   );
   reg [5:0]  div50= 0;
   reg [9:0]  div500= 0;
   reg [9:0]  div500_2= 0;
   reg	      ff_1MHz= 0, ff_1kHz= 0, ff_1Hz= 0;
   wire	      div50_last= div50 == 49;
   always @(posedge clk)
     if (div50_last)
       div50<= 0;
     else
       div50<= div50+1;
   always @(posedge clk)
     if (div50_last)
       ff_1MHz<= !ff_1MHz;
   wire	      div500_last= div500 == 999;
   always @(posedge clk)
     if (div50_last)
       begin
	  if (div500_last)
            div500<= 0;
	  else
            div500<= div500+1;
       end
   always @(posedge clk)
     if (div50_last & div500_last)
       ff_1kHz<= !ff_1kHz;
   wire div500_2_last= div500_2 == 999;
   always @(posedge clk)
     if (div50_last & div500_last)
       begin
	  if (div500_2_last)
            div500_2<= 0;
	  else
            div500_2<= div500_2+1;
       end
   always @(posedge clk)
     if (div50_last & div500_last & div500_2_last)
       ff_1Hz<= !ff_1Hz;
   assign clk_1MHz= ff_1MHz;
   assign clk_1kHz= ff_1kHz;
   assign clk_1Hz = ff_1Hz;
endmodule  
module div2
  (
   input wire  i,
   output wire o
   );
   reg	       ff= 0;
   always @(posedge i) ff<= !ff;
   assign o= ff;
endmodule  
module div5
  (
   input wire  i,
   output wire o
   );
   reg [2:0]   cnt= 0;
   always @(posedge i)
     if (cnt == 4)
       cnt<= 0;
     else
       cnt<= cnt+1;
   assign o= cnt < 3;
endmodule  
module div10
  (
   input wire  i,
   output wire o
   );
   reg [2:0]   cnt= 0;
   reg	       ff= 0;
   wire	       eq4= cnt == 4;
   always @(posedge i)
     if (eq4)
       cnt<= 0;
     else
       cnt<= cnt+1;
   always @(posedge i) if (eq4) ff<= !ff;
   assign o= ff;
endmodule  
module div100
  (
   input wire  i,
   output wire o
   );
   div10 d1(.i(i), .o(w10));
   div10 d2(.i(w10), .o(o));
endmodule  
module dsp_drv
  (
   input wire	     clk,  
   input wire [7:0]  d0,
   input wire [7:0]  d1,
   input wire [7:0]  d2,
   input wire [7:0]  d3,
   output wire [3:0] an,
   output wire [7:0] seg
   );
   reg [31:0]	     data_buf;
   reg [1:0]	     cnt= 0;
   always @(posedge clk)
     begin
	cnt<= cnt+1;
	data_buf<= {d3, d2, d1, d0};
     end
   assign seg= (
		 (cnt==3'd0)?{data_buf[ 7: 0]}:
		 (cnt==3'd1)?{data_buf[15: 8]}:
		 (cnt==3'd2)?{data_buf[23:16]}:
		 (cnt==3'd3)?{data_buf[31:24]}:
		 0
		 );
   assign an[0]= (cnt == 0);
   assign an[1]= (cnt == 1);
   assign an[2]= (cnt == 2);
   assign an[3]= (cnt == 3);
endmodule  
module debouncer
  (
   input wire	      clk,   
   input wire [7:0]  sw_in,
   input wire [3:0]   btn_in,
   output wire [7:0] sw,
   output wire [3:0]  btn
   );
   reg [3:0]	      cnt= 0;
   reg [7:0]	      sw_buf;
   reg [3:0]	      btn_buf;
   always @(posedge clk) cnt<= cnt+1;
   always @(posedge cnt[3])
     begin
	sw_buf<= sw_in;
	btn_buf<= btn_in;
     end
   assign sw= sw_buf;
   assign btn= btn_buf;
endmodule  
```
`design/flow/run.sh`:
```
#!/bin/bash
# OpenROAD 26Q1-2900-gdf79404cd8, Yosys 0.63+post, stock flow scripts
make -C /OpenROAD-flow-scripts/flow DESIGN_CONFIG=/design/flow/config.mk WORK_HOME=/design/flow/orfs finish
```
`design/flow/config.mk`:
```
export PLATFORM = sky130hd
export DESIGN_NAME = div100
export DESIGN_NICKNAME = div100
export VERILOG_FILES = /design/flow/design.v
export SDC_FILE = /design/flow/constraint.sdc
export NUM_CORES = 4
export LEC_CHECK = 1
export CORE_AREA = 10 10 70 70
export DIE_AREA = 0 0 80 80
```
`design/flow/constraint.sdc`:
```
current_design div100

set clk_period 1.8
set clk_io_pct 0.2

create_clock -name clk0 -period $clk_period [get_ports {i}]

set non_clock_inputs [all_inputs -no_clocks]
set_input_delay [expr $clk_period * $clk_io_pct] -clock clk0 $non_clock_inputs
set_output_delay [expr $clk_period * $clk_io_pct] -clock clk0 [all_outputs]
```
==> results.tsv <==
metric	value	unit
ant diodes	0	
TritonCTS clock tree	built	
drt first pass iters	1	
total gr overflow	0	
Post-synth regs	8	
vias in the first global route	175	
status	finished, final reports clean	
Layout area overhead	28.63	%
final HPWL from detailed placement	296.1	µm
Core Box Area	3416	µm²
Setup Buffers After CTS	0	
Post-Syn Area	327.8	µm²
Critical path buffers and inverters	1	
Placer Congestion	0.6446	
residual DRC count	0	
Worst-path clk slew	0.05	ns
largest net degree at the start of global routing	6	
max cap viols	0	
ys flop type	dfxtp_1	
OpenROAD warnings	27	
Cell Pwr Density	513.5	nW/µm²
clk latency late pin	0.24	ns
worst path required time	1.81	ns
Critical Path Max Stage Delay	0.34	ns
final setup fails	0	
GRT Util Overall	1.328	%
crit-path leading delay family	flip-flops	
chip area	6400	µm²
Largest cells by area	dfxtp_1 (37%), edfxtp_1 (18%), ha_1 (15%)	
CTS buffer count	3	
unrepaired setup endpoints after global routing	false	
I/O pin total	2	
number of H-tree levels	1	
DR vias/cell	2.139	
CP Max Fanout	3	
register pins left without a clock	4	
register area share after synthesis	54.96	%
Dominant cell area share	36.64	%
yosys warns	2	
num rows	21	
Gate Count Post-Synth	28	
dpl cells	75	
Tmin final	0.9837	ns
hold_ws	0.4432	ns
kind of critical path	flop to flop	
Layout Skew	0.01054	ns
cell type with the largest total area	dfxtp_1	
final WL	375	µm
Leakage	0.1568	nW
arrival time worst endpoint	0.99	ns
first-pass GRT wire length	669	µm
Non-Filler Instances	79	
Netlist cell types	9	
Fin. Hold Viols	0	
endpoints left unconstrained	6	
final setup TNS	0	ns
commonest cells in the netlist	dfxtp_1 (6), inv_1 (6), ha_1 (4)	
root buffer cell	clkbuf_4	
Clock Path Buffers	2	
mean post-synth cell area	11.71	µm²
vias	169	
measured slew at the worst slew-check pin	0.1075	ns
Max Slew Vio Count	0	
Die Height	80	µm
Final WS setup	0.8163	ns
PostCTS Resize Cnt	0	
f_max	1017	MHz
period utilization	54.65	%
crit end category	flop	
CP max-delay cell	dfxtp_1	
Setup crit start kind	flop	
number of port buffers	1	
antenna-violating nets left	0	
yosys cell count	28	
dpl ws	0.7971	ns
Post-CTS Hold Buffers	0	
Async SR Flop Fraction	0	%
DRT iter0 DRCs	0	
antenna violations before repair	0	
flip-flops with a built-in enable	2	
VDD IR max	0.0003019	V
share of layout cells above drive strength 1	21.21	%
Hold WC Path Type	flop to flop	
area reported by Yosys stat	327.8	µm²
crit-path cells	inv_1, ha_1, and2_4	
Die Span X	80	µm
worst relative slew slack	92.63	%
Initial Util	9.597	%
Wirelength per Cell	4.747	µm
## cell usage in the layout, fill, tap and decap left out
cell,count
inv_1,6
dfxtp_1,6
ha_1,4
clkbuf_4,3
nand2b_1,2
mux2i_1,2
and2_4,2
nor2_1,2
nor2b_2,2
edfxtp_1,2
clkbuf_1,1
clkdlybuf4s50_1,1
## layout make-up
class | instances | area (µm²)
fillers | 394 | 2994
clock buffers | 4 | 26.28
inverters | 6 | 22.52
well taps | 46 | 57.56
multi-input cells | 14 | 125.1
flip-flops and latches | 8 | 180.2
repair buffers | 1 | 10.01
## cells by family (layout without fill, tap and decap cells)
family | count (synthesis) | after routing | share of synthesized area, %
fa+ha+maj | 4 | 4 | 15.27
buf+inv | 6 | 11 | 6.870
flops | 8 | 8 | 54.96
mux | 2 | 2 | 6.107
simple gates | 8 | 8 | 16.80
## worst paths after layout
path | startpoint | cells past startpoint | slack (ns) | end
worst max register to register | d1.cnt[0]$_SDFF_PN0_ | 3 | 0.82 | d1.ff$_DFFE_PN_
worst min-delay path | d1.cnt[0]$_SDFF_PN0_ | 1 | 0.44 | d1.cnt[0]$_SDFF_PN0_
worst min register to register | d1.cnt[0]$_SDFF_PN0_ | 1 | 0.44 | d1.cnt[0]$_SDFF_PN0_
worst max-delay path | d1.cnt[0]$_SDFF_PN0_ | 3 | 0.82 | d1.ff$_DFFE_PN_
## through the flow
step	instance area (µm²)	total power [W]	util, %
6_report	421.7	0.0002165	12.34
4_1_cts	421.7	0.0002213	12.34
5_1_grt	421.7	0.0002281	12.34
2_1_floorplan	327.8	0.00009357	-
3_3_place_gp	395.4	0.00009357	11.58
3_5_place_dp	395.4	0.00009357	11.58
## power breakdown
group / leakage (nW) / switching [W] / internal [W]
clock: 0.0150 / 0.0000410 / 0.0000834
sequential: 0.0714 / 0 / 0.0000921
combinational: 0.0705 / 0 / 0
## state kept, by name (all words and copies together), names as in the netlist
signal and count:
d2.cnt 3, d1.cnt 3, d1.ff 1, d2.ff 1
## per-layer routing
metal / routed length [µm] / track usage [%]
met1: 207 / 1.828
met2: 135 / 1.445
met3: 32 / 1.136
met4: 0 / 0.3521
met5: 0 / 0
No activity file was given, so power comes from the tool's default toggle rates.

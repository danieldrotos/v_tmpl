**flow/design.v**
```verilog
module bin7seg
  (
   input wire [3:0]  di,
   output wire [7:0] seg
   );
   localparam	     A      = 8'b0000_0001;
   localparam	     B      = 8'b0000_0010;
   localparam	     C      = 8'b0000_0100;
   localparam	     D      = 8'b0000_1000;
   localparam	     E      = 8'b0001_0000;
   localparam	     F      = 8'b0010_0000;
   localparam	     G      = 8'b0100_0000;
   assign seg = (
		 (di == 4'h0) ? A|B|C|D|E|F :
		 (di == 4'h1) ? B|C :
		 (di == 4'h2) ? A|B|G|E|D :
		 (di == 4'h3) ? A|B|C|D|G :
		 (di == 4'h4) ? F|B|G|C :
		 (di == 4'h5) ? A|F|G|C|D : 
		 (di == 4'h6) ? A|F|G|C|D|E :
		 (di == 4'h7) ? A|B|C :
		 (di == 4'h8) ? A|B|C|D|E|F|G :
		 (di == 4'h9) ? A|B|C|D|F|G :
		 (di == 4'ha) ? A|F|B|G|E|C :
		 (di == 4'hb) ? F|G|C|D|E :
		 (di == 4'hc) ? G|E|D :
		 (di == 4'hd) ? B|C|G|E|D :
		 (di == 4'he) ? A|F|G|E|D :
		 (di == 4'hf) ? A|F|G|E :
		 8'b0000_0000
		 );
endmodule  
module bindseg
(
  input wire [3:0] di,
  output wire [7:0] segh,
  output wire [7:0] segl
);
   wire [7:0] bcd;
   wire [7:0] sh;
   bin2bcd u1( .di(di), .o(bcd) );
   bin7seg u2( .di(bcd[7:4]), .seg(sh) );
   bin7seg u3( .di(bcd[3:0]), .seg(segl) );
   assign segh= (di>9)?sh:0;
endmodule  
module bin2bcd
(
  input wire [3:0] di,
  output reg [7:0] o
);
always @(di)
  case (di)
    4'b0000: o= 8'b0000_0000;
    4'b0001: o= 8'b0000_0001;
    4'b0010: o= 8'b0000_0010;
    4'b0011: o= 8'b0000_0011;
    4'b0100: o= 8'b0000_0100;
    4'b0101: o= 8'b0000_0101;
    4'b0110: o= 8'b0000_0110;
    4'b0111: o= 8'b0000_0111;
    4'b1000: o= 8'b0000_1000;
    4'b1001: o= 8'b0000_1001;
    4'b1010: o= 8'b0001_0000;
    4'b1011: o= 8'b0001_0001;
    4'b1100: o= 8'b0001_0010;
    4'b1101: o= 8'b0001_0011;
    4'b1110: o= 8'b0001_0100;
    4'b1111: o= 8'b0001_0101;
  endcase
endmodule  
module mux8(
    input i0,
    input i1,
    input i2,
    input i3,
    input i4,
    input i5,
    input i6,
    input i7,
    input s0,
    input s1,
    input s2,
    output reg o
    );
always @(i0,i1,i2,i3,i4,i5,i6,i7,s0,s1,s2)
  case ({s2,s1,s0})
    3'd0: o=i0;
    3'd1: o=i1;
    3'd2: o=i2;
    3'd3: o=i3;
    3'd4: o=i4;
    3'd5: o=i5;
    3'd6: o=i6;
    3'd7: o=i7;    
  endcase
endmodule  
module mux8b(
  input wire [7:0] i,
  input wire [2:0] s,
  output wire o
);
  mux8 mux8i(
    .i0(i[0]),
    .i1(i[1]),
    .i2(i[2]),
    .i3(i[3]),
    .i4(i[4]),
    .i5(i[5]),
    .i6(i[6]),
    .i7(i[7]),
    .s0(s[0]),
    .s1(s[1]),
    .s2(s[2]),
    .o(o)
  );
endmodule  
module mux2x4b
  (
   input wire [3:0] a,
   input wire [3:0] b,
   input wire s,
   output reg [3:0] o
   );
   always @(a,b,s)
     case (s)
       1'b0: o= a;
       1'b1: o= b;
     endcase  
endmodule  
module cb4cled_v
  (
   input wire	     clk,  
   input wire	     ce,   
   input wire	     l,    
   input wire	     up,   
   input wire [3:0]  d,    
   input wire	     clr,  
   output wire [3:0] q,    
   output wire	     tc,   
   output wire	     ceo   
   );
   reg [3:0]   r= 0;
   wire        en;
   assign en= ce | l;
   always @(posedge clk, posedge clr)
     begin
	if (clr)
	  r<= 0;
	else if (en)
	  begin
	     if (l)
	       r<= d;
	     else if (up)
	       r<= r+1;
	     else
	       r<= r-1;
	  end
     end
   assign q= r;
   wire tc_up, tc_down;
   assign tc_up= &r;
   assign tc_down= ~|r;
   assign tc= up?tc_up:tc_down;
   assign ceo= ce & tc;
endmodule  
```
**flow/run.sh**
```bash
#!/bin/bash
# OpenROAD 26Q1-2900-gdf79404cd8, Yosys 0.63+post, stock flow scripts
make -C /OpenROAD-flow-scripts/flow DESIGN_CONFIG=/design/flow/config.mk WORK_HOME=/design/flow/orfs finish
```
**flow/config.mk**
```make
export PLATFORM = sky130hd
export DESIGN_NAME = bindseg
export DESIGN_NICKNAME = bindseg
export VERILOG_FILES = /design/flow/design.v
export SDC_FILE = /design/flow/constraint.sdc
export NUM_CORES = 4
export LEC_CHECK = 1
export CORE_AREA = 10 10 70 70
export DIE_AREA = 0 0 80 80
```
**flow/constraint.sdc**
```tcl
current_design bindseg

set clk_period 2.2
set clk_io_pct 0.2

create_clock -name clk0 -period $clk_period

set non_clock_inputs [all_inputs -no_clocks]
set_input_delay [expr $clk_period * $clk_io_pct] -clock clk0 $non_clock_inputs
set_output_delay [expr $clk_period * $clk_io_pct] -clock clk0 [all_outputs]
```
==> impl_metrics.csv <==
group,metric,value,unit
grt,grt_usage,0.0212,
drt,routed-via-count,222,
drt,post_drt_wl_per_cell,7.65,µm
timing,tns,0,ns
drt,antenna_cells,0,
place,hpwl,611,µm
floorplanning,io_pins,20,
grt,grt_pass1_wl,1.15,mm
floorplanning,die.size.y,80,µm
place,place_inst,92,
synthesis,ys_chip_area,218,µm²
power,power.leakage,0.165,nW
synthesis,ys_cells,31,
outcome,status,"complete, no violations",
place,place.gp.congestion,0.781,
clock_network,postCtsHoldBufs,0,
grt,antenna_found_initial,0,
synthesis,yosys.area.top_type_share,0.310,
drt,drc,0,
floorplanning,std_cell_rows,21,
timing,post-route-min-period,2.10,ns
layout,drive_above_1_share,0.261,
synthesis,topCellsByArea,"buf_4 31%, xor2_1 8.0%, o21a_1 6.9%",
worst_setup_path,critical_path_arrival,1.66,ns
floorplanning,initial_core_util,0.0637,
synthesis,synthesis.area,218,µm²
synthesis,yosys_warnings,1,
floorplanning,core-area,3420,µm²
drt,drtPass1Iterations,4,
synthesis,postSynthAreaPerCell,7.02,µm²
timing,fmax,475,MHz
worst_setup_path,path_class,"in2out",
power,power_density,175,nW/µm²
clock_network,post_cts_buffers,0,
clock_network,postCtsResizedCells,4,
power,irDropWorstVdd,0.0287,mV
floorplanning,fp.dieArea,6400,µm²
drt,initialDrtViolationCount,8,
grt,grt_max_degree,7,
grt,grt_pass1_vias,264,
worst_setup_path,endpoint_kind,"output pin",
layout,regArea,0,µm²
layout,flops,0,
worst_hold_path,min_path_type,"in2out",
worst_setup_path,required,1.76,ns
timing,setup_violations,0,
place,numPortBuffers,13,
synthesis,synth_seq_share,0,
power,p_total,0.0000684,W
grt,grt_overflow,0,
timing,fin_ws,0.0962,ns
synthesis,largest_area_cell,"buf_4",
synthesis,syn_inst,31,
place,dp_slack,-0.218,ns
synthesis,synth_cell_types,18,
layout,areaGrowthSynthToFinish,79.9,%
timing,period_used_share,0.956,
floorplanning,die_x,80,µm
timing,hold_violations,0,
layout,final_cells,92,
drt,routed_wl,704,µm
worst_setup_path,start_kind,"input port",
flow_run,drv_cap,0,
timing,slew_violations,0,
drt,routed_via_density,2.41,
flow_run,tool_warnings,32,
drt,antenna_left,0,
worst_setup_path,crit_fanout,5,
layout,nClkBuffers,0,
timing,rsz0062_at_grt,"no",
## final cells by class
cell class | count | area [µm²]
fill | 406 | 3020
multi-input combinational | 27 | 171
timing repair buffer | 19 | 163
tap | 46 | 57.6
## synth_stat cells
cell type,n
a21oi_1,2
a21oi_2,1
a31oi_1,1
a32oi_1,1
and2b_4,1
and3b_2,1
buf_2,1
buf_4,9
conb_1,1
mux2i_1,1
nand2_1,2
nand2b_1,1
nor2_1,2
o21a_1,2
o21bai_1,1
or2b_1,1
xnor2_1,1
xor2_1,2
## metrics by stage
step           hold WS (ns)  cell area, µm²  utilization
2_1_floorplan         0.891             240            -
3_3_place_gp           1.91             400        0.117
3_5_place_dp           1.90             400        0.117
4_1_cts                1.64             395        0.116
5_1_grt                1.66             392        0.115
6_report               1.63             392        0.115
## final timing paths
kind                   from       to  slack [ns]  cells past startpoint
worst min-delay path  di[1]  segh[1]        1.63                      3
worst max-delay path  di[0]  segl[5]         0.1                      5
## critical path: stages
cell and delay (ns):
dlygate4sd2_1 0.29, or2b_1 0.25, a21oi_2 0.13, o21a_1 0.11, clkdlybuf4s50_1 0.45
## per-layer routing
metal  global-route usage  vias up  wire length (µm)
li1                     -      119                 -
met1               0.0283       89               318
met2               0.0305       14               248
met3               0.0125        0               138
met4                    0        0                 0
met5                    0        -                 0
## power breakdown
part / leakage (nW) / internal (W) / total [W] / switching, W
Clock: 0 / 0 / 0 / 0
Sequential: 0 / 0 / 0 / 0
Combinational: 0.165 / 0.0000444 / 0.0000684 / 0.0000240
Total: 0.165 / 0.0000444 / 0.0000684 / 0.0000240
## cells in the final DEF (no fill, tap or decap), drive strengths merged, types with 2 or more instances in the layout
| cell | synthesis | layout |
|---|---|---|
| conb | 1 | 7 |
| nor2 | 2 | 2 |
| clkbuf | 0 | 2 |
| o21a | 2 | 2 |
| dlygate4sd2 | 0 | 2 |
| xor2 | 2 | 2 |
| nand2 | 2 | 2 |
| buf | 10 | 6 |
| a21oi | 3 | 3 |
| clkdlybuf4s50 | 0 | 9 |
## cells by family (layout without fill, tap and decap cells)
| group | Yosys count | after routing | share of synthesized area |
|---|---|---|---|
| AOI/OAI and AO/OA | 8 | 8 | 0.259 |
| xor gates and xnor gates | 3 | 3 | 0.121 |
| and+or+nand+nor | 8 | 8 | 0.224 |
| buffers and inverters | 10 | 19 | 0.333 |
| other | 1 | 7 | 0.0172 |
| muxes | 1 | 1 | 0.0460 |
No activity file was given, so power comes from the tool's default toggle rates.
